## /design/flow/config.mk

```make
export PLATFORM = sky130hd
export DESIGN_NAME = MISR_golden_sign
export DESIGN_NICKNAME = MISR_golden_sign
export VERILOG_FILES = /design/flow/design.v
export SDC_FILE = /design/flow/constraint.sdc
export NUM_CORES = 4
export LEC_CHECK = 1
export CORE_UTILIZATION = 50
```

## /design/flow/run.sh

```bash
#!/bin/bash
# OpenROAD 26Q1-2900-gdf79404cd8, Yosys 0.63+post, stock flow scripts
make -C /OpenROAD-flow-scripts/flow DESIGN_CONFIG=/design/flow/config.mk WORK_HOME=/design/flow/orfs finish
```

## /design/flow/constraint.sdc

```tcl
current_design MISR_golden_sign

set clk_period 6.4
set clk_io_pct 0.2

create_clock -name clk0 -period $clk_period [get_ports {clk}]

set non_clock_inputs [all_inputs -no_clocks]
set_input_delay [expr $clk_period * $clk_io_pct] -clock clk0 $non_clock_inputs
set_output_delay [expr $clk_period * $clk_io_pct] -clock clk0 [all_outputs]
```

## /design/flow/design.v

```verilog
`timescale 1ns / 1ps
module CUT_ALU(
    input wire clk,
	 input wire reset,
	 output reg [7:0]sum,
	 output reg cout,
	 output reg [7:0]sub,
	 output reg borrow,
	 output reg [15:0] mul,
	 output reg [7:0] out_xor,
	 output reg [7:0] out_xnor,
	 output reg [7:0] out_NAND,
	 output reg [7:0] out_LL,
	 output reg [7:0] out_LR
    );
	  wire [7:0] w;
	 LFSR_input a0(.clk(clk),.reset(reset),.q(w));
	 reg [7:0] q,q_past;
	 initial begin
	 q_past=8'd0;
	 q=8'd0;
	 end
	 always@(posedge clk)begin
	      if(reset)begin
	         sum<=8'd0;
				cout<=1'd0;
				sub<=8'd0;
				borrow<=1'd0;
				mul<=16'd0;
				out_xor<=8'd0;
				out_xnor<=8'd0;
				out_NAND<=8'd0;
				out_LL<=8'd0;
				out_LR<=8'd0;
			end
			else begin
			     q<=w;
			    {cout,sum}<=q+q_past;
				 {borrow,sub}<=q-q_past;
				 mul<=q*q_past;
				 out_xor<=q^q_past;
				 out_xnor<=~(q^q_past);
				 out_NAND<=~(q&q_past);
				 out_LL<=q<<2;
				 out_LR<=q>>2;
				 q_past<=q;
			end
	end
endmodule
`timescale 1ns / 1ps
module LFSR_input(
    input wire clk,
	 input wire reset,
	 output reg [7:0] q
	 );
	 always@(posedge clk)begin
	 if(reset)
	    q<=8'd1;
	 else begin
	 q[0]<=q[7];
	 q[1]<=q[0]^q[7];
	 q[2]<=q[1];
	 q[3]<=q[2];
	 q[4]<=q[3]^q[7];
	 q[5]<=q[4]^q[7];
	 q[6]<=q[5];
	 q[7]<=q[6];
	 end
	 end
endmodule
`timescale 1ns / 1ps
module MISR_golden_sign(
    input clk,
	 input reset,
	 output reg[73:0] MISR
    );
	wire [7:0]sum;
   wire cout;
	wire [7:0]sub;
	wire borrow;
	wire [15:0] mul;
	wire [7:0] out_xor;
	wire [7:0] out_xnor;
	wire [7:0] out_NAND;
	wire [7:0] out_LL;
	wire [7:0] out_LR;
	CUT_ALU misr_in(.clk(clk),.reset(reset),
	         .sum(sum),
				.cout(cout),
				.sub(sub),
				.borrow(borrow),				
				.mul(mul),
				.out_xor(out_xor),
				.out_xnor(out_xnor),
				.out_NAND(out_NAND),
				.out_LL(out_LL),
				.out_LR(out_LR)
				);
				wire [73:0] MISR_in;
				assign MISR_in={sum,cout,sub,borrow,mul,out_xor,out_xnor,out_NAND,out_LL,out_LR};
	  initial MISR=74'd0;
	  wire [73:0] w1;
	  shifter_2 s0(.a(MISR_in[0]),.b(w1[73]),.c(w1[0]),.clk(clk),.reset(reset));
	  genvar i;
	  generate
	  for(i=1;i<=73;i=i+1) begin: gen_loop
	          if(i==69||i==70||i==73) begin:fb_loop
				 shifter_3 s3(.a(MISR_in[i]),.b(w1[i-1]),.fb(w1[73]),.c(w1[i]),.clk(clk),.reset(reset));
				 end
	         else begin:norm_loop
	           shifter_2 s1(.a(MISR_in[i]),.b(w1[i-1]),.c(w1[i]),.clk(clk),.reset(reset));
				  end
	  end
	  endgenerate
	  always@(posedge clk)begin
			  if(reset)
			  MISR<=74'd0;
			  else 
			  MISR<=w1;
			end
endmodule
module shifter_2(
    input a,
	 input b,
	 input clk,
	 input reset,
	 output reg c
	 );
	 always@(posedge clk)begin
	 if(reset)
	    c<=1'b0;
		 else
	 c<=a^b;
	 end
endmodule
module shifter_3(
    input a,
	 input b,
	 input fb,
	 input reset,
	 input clk,
	 output reg c
	 );
	 always@(posedge clk)begin
	 if(reset)
	    c<=1'b0;
		 else
	 c<=a^b^fb;
	 end
endmodule
```

==> summary.txt <==
Entry: Yosys synthesis followed by OpenROAD place and route.

Route:
- The run gives the routed wire length as 16,700 um.
- The run puts the via count normalized by instance count at 4.75.
- The run gives the antenna diode count as 0.
- The run gives the number of violations reported at the end of detailed-routing iteration 0 as 221.
- The run puts the routed length per placed instance at 13.9 um.
- The run puts the first-pass detailed-route iteration total at 21.
- The run puts the remaining routing DRC violations at 0.
- The run gives the number of routed nets with antenna violations as 0.
- The run gives the count of vias placed by the detailed router as 5,696.

Placed design:
- The congestion estimate from routability-driven global placement came to 0.873.
- According to the dpl log, the detail-placed design has an HPWL of 11,800 um.
- Per the placement report, the placed cell count is 1,156.
- The run gives the worst slack at placement as 1.73 ns.
- The run gives the number of port buffers as 75.

Clocking:
- The run gives the clock-pin slew on the worst setup and hold paths as 0.06 ns.
- Per the CTS log, the maximum H-tree level is 1.
- The run puts the number of hold-repair buffers added at the cts stage at 0.
- The run gives the setup fix buffers added after clock tree synthesis as 0.
- TritonCTS built the clock tree.
- The run gives the maximum count of clock buffers along a single path as 3.
- The run gives the total number of clock tree sinks as 236.
- The run gives the TritonCTS buffer count as 24.
- The run gives the number of instances resized during post-cts repair as 0.
- The skew report gives the latency at the later pin of the worst-skew pair as 0.52 ns.
- The run gives the root buffer cell as sky130_fd_sc_hd__clkbuf_16.

Synthesis:
- The run gives the and-or/or-and share of the synthesized area as 0.0405.
- The run puts the flop and latch count out of synthesis at 236.
- The run puts the count of instantiated cells in the yosys netlist at 876.
- Of the combinational cells, the family taking the most area is simple AND/OR/NAND/NOR gates.
- The run puts the sequential share of the synthesized area at 0.519.
- The run gives the number of cells produced by synthesis as 876.
- The run gives the post-synthesis adder-cell area fraction as 0.150.
- The run puts the mapped cell area at 9420 um2.
- The run gives the area reported by Yosys stat as 9420 um2.
- The run gives the number of distinct library cells after synthesis as 47.
- Among all flip-flop cells after synthesis, the most frequent one is sky130_fd_sc_hd__dfxtp_1.
- For this run, asynchronously set or reset flops after synthesis account for 0.
- The run puts the post-synthesis average cell area at 10.7 um2.
- The run gives the multiplexer area fraction after synthesis as 0.00718.
- The run puts the number of synthesized flops with an enable pin at 16.
- The run gives the xor/xnor cell area share of the yosys netlist as 0.0809.
- For this run, the number of Yosys warnings is 5.
- The run puts the post-synthesis simple-gate area fraction at 0.166.

Worst setup path:
- STA classifies the critical path endpoint as a register.
- The data required time reported for the critical path is 6.77 ns.
- The run gives the critical path startpoint category as a register.
- Data on the critical path arrives at its endpoint at 5.04 ns.
- Per the timing report, the biggest fanout along the worst path comes to 11.
- The run gives the critical setup path kind as reg2reg.

STA:
- Setup violations remaining at the end of the flow were counted as 0.
- The highest clock rate this design can be run at is 214 MHz.
- The run gives the relative slew slack as 0.499.
- Setup repair after global routing left no endpoint under its margin.
- On the final layout, the worst clock skew is 0.0162 ns.
- The run puts the period utilization at 0.730.
- After layout, the worst setup slack is 1.73 ns.
- The run puts the final tally of max-slew violations at 0.
- Endpoints failing hold in the final report were tallied at 0.
- The run gives the final worst hold slack as 0.427 ns.
- The final timing report derives a shortest allowable period of 4.67 ns.
- The run gives the measured slew at the worst slew-check pin as 0.752 ns.
- After routing, the total negative slack on setup checks comes to 0 ns.

Outcome:
- The run finished with clean final reports.

Cells and area:
- By instance count after routing, the leading logic cell type is sky130_fd_sc_hd__dfxtp_1.
- By instance count after routing, the leading logic cell types are 220 x sky130_fd_sc_hd__dfxtp_1, 138 x sky130_fd_sc_hd__nor2_1, 97 x sky130_fd_sc_hd__nor2b_1, 77 x sky130_fd_sc_hd__xnor2_1, 74 x sky130_fd_sc_hd__clkdlybuf4s50_1.
- The run gives the share of post-route cells with drive strength above 1 as 0.0566.
- Per the layout report, the design carries 1,438 filler cells.
- The run gives the utilization of the core after routing as 0.614.
- From synthesis to final layout, the design area changed by 18.8%.
- The run gives the filler-free cell count of the finished design as 1,200.

Floorplan:
- The report lists the number of standard-cell rows as 49.
- The run gives the boundary pin count as 76.
- The run puts the floorplan core density at 0.517.
- The run gives the placeable core region as 18,200 um2.
- The run puts the die outline width at 139 um.
- The die covers 19,400 um2.
- The die is 139 um tall.

GRT:
- The run gives the global routing usage summed across all routing layers as 0.192.
- The run puts the initial antenna violation count at 0.
- The first global-routing pass estimated 28,300 um of wire.
- The global route stage reports its total congestion overflow as 0.
- The run puts the largest net degree at the start of global routing at 77.
- The number of global-route vias before repair was 5,554.

Pwr:
- Per the summary, power density relative to cell area is 337 nW/um2.
- For this design the static power due to leakage is 4.70 nW.
- Per the power-grid run, VDD falls by no more than 0.000308 V.

Worst hold path:
- According to the hold report, the worst path is of the reg2reg type.

Flow run:
- The run puts the number of maximum-capacitance violations at 0.
- OpenROAD emitted warnings numbering 33.
[flip-flops by register name, indices dropped and copies added, names as in the netlist, 7 cells and up]
register                 count
misr_in.out_NAND             8
misr_in.mul                 16
MISR                        74
gen_loop.norm_loop.s1.c     70
misr_in.sub                  8
misr_in.q                    8
misr_in.out_xnor             8
misr_in.a0.q                 8
misr_in.q_past               8
misr_in.out_xor              7
misr_in.sum                  7
[report_power, final]
part	switching (mW)	leakage, nW	total, mW	internal [mW]
combinational	0.289	2.33	0.620	0.331
sequential	0.0961	1.97	1.75	1.66
clock	0.554	0.397	1.39	0.840
total	0.939	4.70	3.77	2.83
[final timing paths]
kind | startpoint | end | slack (ns) | cells past startpoint
max | misr_in.q[4]$_DFFE_PN_ | misr_in.mul[12]$_SDFF_PP0_ | 1.73 | 13
min | misr_in.a0.q[2]$_SDFF_PP0_ | misr_in.q[2]$_DFFE_PN_ | 0.43 | 0
max reg2reg | misr_in.q[4]$_DFFE_PN_ | misr_in.mul[12]$_SDFF_PP0_ | 1.73 | 13
min reg2reg | misr_in.a0.q[2]$_SDFF_PP0_ | misr_in.q[2]$_DFFE_PN_ | 0.43 | 0
[Yosys cell counts, types with 2 or more instances]
library cell | instances | area share
sky130_fd_sc_hd__nor2b_1 | 97 | 0.064
sky130_fd_sc_hd__and2_1 | 36 | 0.024
sky130_fd_sc_hd__a21oi_1 | 16 | 0.0085
sky130_fd_sc_hd__nand2b_1 | 4 | 0.0027
sky130_fd_sc_hd__nand2_1 | 17 | 0.0068
sky130_fd_sc_hd__or2_2 | 2 | 0.0013
sky130_fd_sc_hd__o21bai_1 | 5 | 0.0040
sky130_fd_sc_hd__fa_1 | 38 | 0.081
sky130_fd_sc_hd__nor3_1 | 4 | 0.0021
sky130_fd_sc_hd__xnor2_1 | 77 | 0.072
sky130_fd_sc_hd__inv_1 | 62 | 0.025
sky130_fd_sc_hd__xor2_1 | 10 | 0.0093
sky130_fd_sc_hd__a211oi_1 | 5 | 0.0040
sky130_fd_sc_hd__o31ai_1 | 3 | 0.0024
sky130_fd_sc_hd__o21ai_0 | 9 | 0.0048
sky130_fd_sc_hd__nor2_1 | 138 | 0.055
sky130_fd_sc_hd__mux2_2 | 6 | 0.0072
sky130_fd_sc_hd__nand3_1 | 4 | 0.0021
sky130_fd_sc_hd__ha_1 | 52 | 0.069
sky130_fd_sc_hd__edfxtp_1 | 16 | 0.051
sky130_fd_sc_hd__o21a_1 | 4 | 0.0032
sky130_fd_sc_hd__a21o_1 | 4 | 0.0032
sky130_fd_sc_hd__dfxtp_1 | 220 | 0.47
sky130_fd_sc_hd__clkbuf_1 | 22 | 0.0088
sky130_fd_sc_hd__buf_2 | 3 | 0.0016
[final cells by class]
type,instances,area [um2],area share
sequential,236,4880,0.437
tap,229,287,0.0256
clock inverter,6,76.3,0.00682
inverter,63,236,0.0211
clock buffer,38,743,0.0665
multi-input combinational,550,4180,0.374
timing repair buffer,78,774,0.0692
[logic make-up (layout without fill, tap and decap cells)]
logic type,after synthesis,after routing
xor+xnor,87,87
flops,236,236
mux,6,6
buf+inv,90,185
fa+ha+maj,90,90
compound gates,56,56
simple gates,311,311
[through the flow]
stage | total power, mW | cell area (um2)
CTS | 3.81 | 11200
global route | 3.97 | 11200
detailed placement | 2.41 | 10400
global placement | 2.41 | 10400
floorplan | 2.21 | 9420
finish | 3.77 | 11200
[routing by layer]
metal	routed length (um)	track usage
met3	631	0.0330
met2	7550	0.285
met4	514	0.0485
met5	0	0
met1	8040	0.311
[worst max-delay path: stages (launching register included)]
cell	delay (ns)
sky130_fd_sc_hd__edfxtp_1	0.54
sky130_fd_sc_hd__ha_1	0.35
sky130_fd_sc_hd__fa_1	0.60
sky130_fd_sc_hd__fa_1	0.45
sky130_fd_sc_hd__fa_1	0.55
sky130_fd_sc_hd__inv_1	0.05
sky130_fd_sc_hd__fa_1	0.53
sky130_fd_sc_hd__inv_1	0.04
sky130_fd_sc_hd__ha_1	0.37
sky130_fd_sc_hd__a211oi_1	0.36
sky130_fd_sc_hd__o21bai_1	0.13
sky130_fd_sc_hd__a221oi_1	0.34
sky130_fd_sc_hd__xor2_1	0.17
sky130_fd_sc_hd__nor2_1	0.05
Power and IR drop assume default switching activity.
